<file path="design/flow/run.sh">
#!/bin/bash
# OpenROAD 26Q1-2900-gdf79404cd8, Yosys 0.63+post, stock flow scripts
make -C /OpenROAD-flow-scripts/flow DESIGN_CONFIG=/design/flow/config.mk WORK_HOME=/design/flow/orfs finish
</file>
<file path="design/flow/config.mk">
export PLATFORM = sky130hd
export DESIGN_NAME = simpleuart_wb
export DESIGN_NICKNAME = simpleuart_wb
export VERILOG_FILES = /design/flow/design.v
export SDC_FILE = /design/flow/constraint.sdc
export NUM_CORES = 4
export LEC_CHECK = 1
export CORE_UTILIZATION = 40
</file>
<file path="design/flow/constraint.sdc">
current_design simpleuart_wb

set clk_period 5.6
set clk_io_pct 0.2

create_clock -name clk0 -period $clk_period [get_ports {wb_clk_i}]

set non_clock_inputs [all_inputs -no_clocks]
set_input_delay [expr $clk_period * $clk_io_pct] -clock clk0 $non_clock_inputs
set_output_delay [expr $clk_period * $clk_io_pct] -clock clk0 [all_outputs]
</file>
<file path="design/flow/design.v">
`default_nettype none
`default_nettype none
module simpleuart #(parameter integer DEFAULT_DIV = 1) (
	input	wire	clk,
	input 	wire	reset,
	output 	wire	ser_tx,
	input  	wire	ser_rx,
	input	wire 	[3:0] 	reg_div_we,
	input	wire 	[31:0] 	reg_div_di,
	output	wire 	[31:0] 	reg_div_do,
	input   wire     		reg_dat_we,
	input   wire      		reg_dat_re,
	input	wire 	[7:0]	reg_dat_di,
	output	wire 	[7:0]	reg_dat_do,
	output  wire 	[7:0]	reg_status
);
	reg [31:0] cfg_divider;
	reg [3:0] recv_state;
	reg [31:0] recv_divcnt;
	reg [7:0] recv_pattern;
	reg [7:0] recv_buf_data;
	reg recv_buf_valid;
	reg [9:0] send_pattern;
	reg [3:0] send_bitcnt;
	reg [31:0] send_divcnt;
	reg send_dummy;
	assign reg_div_do = cfg_divider;
	wire   send_busy = (send_bitcnt != 0);
    assign reg_status = {6'd0, send_busy, recv_buf_valid};
	assign reg_dat_do = recv_buf_valid ? recv_buf_data : ~8'd0;
	always @(posedge clk) begin
		if (reset) begin
			cfg_divider <= DEFAULT_DIV;
		end else begin
			if (reg_div_we[0]) cfg_divider[ 7: 0] <= reg_div_di[ 7: 0];
			if (reg_div_we[1]) cfg_divider[15: 8] <= reg_div_di[15: 8];
			if (reg_div_we[2]) cfg_divider[23:16] <= reg_div_di[23:16];
			if (reg_div_we[3]) cfg_divider[31:24] <= reg_div_di[31:24];
		end
	end
	always @(posedge clk) begin
		if (reset) begin
			recv_state <= 0;
			recv_divcnt <= 0;
			recv_pattern <= 0;
			recv_buf_data <= 0;
			recv_buf_valid <= 0;
		end else begin
			recv_divcnt <= recv_divcnt + 1;
			if (reg_dat_re)
				recv_buf_valid <= 0;
			case (recv_state)
				0: begin
					if (!ser_rx)
						recv_state <= 1;
					recv_divcnt <= 0;
				end
				1: begin
					if (2*recv_divcnt > cfg_divider) begin
						recv_state <= 2;
						recv_divcnt <= 0;
					end
				end
				10: begin
					if (recv_divcnt > cfg_divider) begin
						recv_buf_data <= recv_pattern;
						recv_buf_valid <= 1;
						recv_state <= 0;
					end
				end
				default: begin
					if (recv_divcnt > cfg_divider) begin
						recv_pattern <= {ser_rx, recv_pattern[7:1]};
						recv_state <= recv_state + 1'b1;
						recv_divcnt <= 0;
					end
				end
			endcase
		end
	end
	assign ser_tx = send_pattern[0];
	always @(posedge clk) begin
		if (reg_div_we!=0)
			send_dummy <= 1;
		send_divcnt <= send_divcnt + 1;
		if (reset) begin
			send_pattern <= ~0;
			send_bitcnt <= 0;
			send_divcnt <= 0;
			send_dummy <= 1;
		end else begin
			if (send_dummy && !(send_bitcnt!=0)) begin
				send_pattern <= ~0;
				send_bitcnt <= 15;
				send_divcnt <= 0;
				send_dummy <= 0;
			end else
			if (reg_dat_we && !(send_bitcnt!=0)) begin
				send_pattern <= {1'b1, reg_dat_di[7:0], 1'b0};
				send_bitcnt <= 10;
				send_divcnt <= 0;
			end else
			if (send_divcnt > cfg_divider && (send_bitcnt!=0)) begin
				send_pattern <= {1'b1, send_pattern[9:1]};
				send_bitcnt <= send_bitcnt - 1'b1;
				send_divcnt <= 0;
			end
		end
	end
endmodule
module simpleuart_wb
(
    input   wire                    wb_clk_i,
    input   wire                    wb_rst_i,
    input   wire  [2:2]        		wb_adr_i,
    output  wire  [31:0] 	        	wb_dat_o,
    input   wire  [31:0] 	       	wb_dat_i,
    input   wire 		            	wb_we_i,
    input   wire  [3:0] 	        	wb_sel_i,
    input   wire                    wb_stb_i,
    output  reg 		            	wb_ack_o,
    input   wire                    rx_i,
    output  wire                    tx_o
);
wire [7:0]  reg_status;
wire [7:0]  reg_data;
wire [31:0] reg_div;
localparam SDReg = 1'b0;         
localparam CDReg = 1'b1;         
wire select_sd_reg = (wb_adr_i == SDReg);
wire select_cd_reg = !select_sd_reg;
assign  wb_dat_o    = select_cd_reg ? reg_div : {16'd0, reg_status, reg_data};
wire    [3:0]   reg_div_we  = select_cd_reg ? {4{wb_we_i & wb_stb_i}} & wb_sel_i : 4'b0000;
wire            reg_data_we = select_sd_reg ? wb_we_i & wb_stb_i & wb_sel_i[0] : 1'b0;
reg reg_data_re = 0;
always @(posedge wb_clk_i)
    reg_data_re <= select_sd_reg ? !wb_we_i & wb_stb_i  & wb_sel_i[0] : 1'b0;
simpleuart#(
    .DEFAULT_DIV(1)
) 
simpleuart (
    .clk         (wb_clk_i),
    .reset       (wb_rst_i),
    .ser_tx      (tx_o),
    .ser_rx      (rx_i),
    .reg_div_we  (reg_div_we),
    .reg_div_di  (wb_dat_i),
    .reg_div_do  (reg_div),
    .reg_dat_we  (reg_data_we),
    .reg_dat_re  (reg_data_re),
    .reg_dat_di  (wb_dat_i[7:0]),
    .reg_dat_do  (reg_data),
    .reg_status  (reg_status)
);
always @(posedge wb_clk_i) begin
if (wb_rst_i)
    wb_ack_o <= 1'b0;
else
    wb_ack_o <= wb_stb_i & !wb_ack_o;
end
endmodule
</file>
==> flow_summary.html <==
<p>Metrics extracted from the flow reports.</p>
<table>
<tr><th>Metric</th><th>Value</th></tr>
<tr><th colspan="2">Outcome</th></tr>
<tr><td>Status</td><td>completed</td></tr>
<tr><th colspan="2">Placement</th></tr>
<tr><td>Number of cells in the design after placement</td><td>1251</td></tr>
<tr><td>Half-perimeter wire length after detailed placement</td><td>14300 um</td></tr>
<tr><td>Final Wtd Congestion</td><td>0.866</td></tr>
<tr><td>Number of port buffers</td><td>75</td></tr>
<tr><th colspan="2">Route</th></tr>
<tr><td>Detail Route Antenna Nets</td><td>0</td></tr>
<tr><td>Antenna cell count</td><td>0</td></tr>
<tr><td>Residual DRC</td><td>0</td></tr>
<tr><td>Routed wirelength normalized by instance count</td><td>14.7 um</td></tr>
<tr><td>Pre-antenna DRT Iters</td><td>4</td></tr>
<tr><td>Post-detailed-route via-to-cell ratio</td><td>5.09</td></tr>
<tr><td>Final routed wirelength across all metal layers</td><td>18800 um</td></tr>
<tr><td>Total vias in the final route</td><td>6529</td></tr>
<tr><td>Drt first-iter violations</td><td>374</td></tr>
<tr><th colspan="2">Yosys</th></tr>
<tr><td>Flip-flop cell with the highest count after synthesis</td><td>dfxtp_1</td></tr>
<tr><td>Area share of the largest cell type after synthesis</td><td>0.339</td></tr>
<tr><td>Main combinational cell family by area after synthesis</td><td>simple AND/OR/NAND/NOR gates</td></tr>
<tr><td>Basic-gate share of the synthesized area counting and, or, nand and nor cells</td><td>0.242</td></tr>
<tr><td>Yosys stat chip area</td><td>7850 um^2</td></tr>
<tr><td>Yosys cell count</td><td>941</td></tr>
<tr><td>Area fraction in mux cells</td><td>0.0333</td></tr>
<tr><td>Synth top area cells</td><td>dfxtp_1 34%, ha_1 16%, nor2_1 6.0%, nand2_1 5.5%, a21oi_1 5.1%</td></tr>
<tr><td>Share of async-settable or async-resettable flops after synthesis</td><td>0</td></tr>
<tr><td>Library cell with the largest summed area after synthesis</td><td>dfxtp_1</td></tr>
<tr><td>Mean Syn Cell Area</td><td>8.34 um^2</td></tr>
<tr><td>Distinct lib cells</td><td>59</td></tr>
<tr><td>Register area share after synthesis</td><td>0.339</td></tr>
<tr><td>Register bit total from synthesis</td><td>133</td></tr>
<tr><td>Fraction of the mapped netlist area in adder cells</td><td>0.163</td></tr>
<tr><td>Synthesized-area fraction occupied by ao, oa, aoi and oai cells</td><td>0.118</td></tr>
<tr><td>Post-synth EDFFs</td><td>0</td></tr>
<tr><td>Number of instances in the synthesized netlist</td><td>941</td></tr>
<tr><td>Synthesized cell area</td><td>7850 um^2</td></tr>
<tr><td>Post-synthesis share of cell area spent on xor and xnor gates</td><td>0.0647</td></tr>
<tr><td>Yosys warning count</td><td>2</td></tr>
<tr><th colspan="2">Flow run</th></tr>
<tr><td>OpenROAD warnings</td><td>28</td></tr>
<tr><td>Count of maximum capacitance violations</td><td>0</td></tr>
<tr><th colspan="2">Clock network</th></tr>
<tr><td>Clock tree from TritonCTS</td><td>done</td></tr>
<tr><td>Number of buffers added to fix hold violations after cts</td><td>0</td></tr>
<tr><td>Buffer levels on the longest clock path</td><td>2</td></tr>
<tr><td>Sink count of the clock tree</td><td>133</td></tr>
<tr><td>Cell at the root of the clock tree</td><td>clkbuf_16</td></tr>
<tr><td>Clock network latency to the later pin of the worst-skew pair</td><td>0.43 ns</td></tr>
<tr><td>Post-CTS Setup Bufs</td><td>0</td></tr>
<tr><td>Cell resize tally after clock tree synthesis</td><td>0</td></tr>
<tr><td>Total CTS buffers</td><td>17</td></tr>
<tr><td>CTS H-Tree Depth</td><td>4</td></tr>
<tr><td>Clock slew at reported path FFs</td><td>0.07 ns</td></tr>
<tr><th colspan="2">Power</th></tr>
<tr><td>Peak supply drop</td><td>0.235 mV</td></tr>
<tr><td>Power Density</td><td>286 nW/um^2</td></tr>
<tr><td>Post-layout power</td><td>2.69 mW</td></tr>
<tr><td>Leak</td><td>3.74 nW</td></tr>
<tr><th colspan="2">STA</th></tr>
<tr><td>Unrepaired setup endpoints after global routing</td><td>false</td></tr>
<tr><td>Final Max-Slew Violation Tally</td><td>0</td></tr>
<tr><td>Maximum clock rate</td><td>0.238 GHz</td></tr>
<tr><td>Number of failing setup endpoints in the final timing report</td><td>0</td></tr>
<tr><td>Final Cycle Share</td><td>0.751</td></tr>
<tr><td>Least-Margin Pin Slew</td><td>0.918 ns</td></tr>
<tr><td>Summed negative setup slack over all endpoints</td><td>0 ns</td></tr>
<tr><td>Worst hold slack after final layout</td><td>0.426 ns</td></tr>
<tr><td>Max_slew headroom</td><td>0.383</td></tr>
<tr><td>Final hold violation count</td><td>0</td></tr>
<tr><td>Final period demand of the worst path</td><td>4.20 ns</td></tr>
<tr><td>Max Clock Skew</td><td>0.0118 ns</td></tr>
<tr><th colspan="2">Setup path</th></tr>
<tr><td>Critical path start-end classification</td><td>input pin to output port</td></tr>
<tr><td>Required time reported for the critical path endpoint</td><td>4.48 ns</td></tr>
<tr><td>Arrival time at the worst endpoint</td><td>3.08 ns</td></tr>
<tr><td>Worst setup SP type</td><td>input pin</td></tr>
<tr><td>Element type at the critical path end</td><td>output port</td></tr>
<tr><td>Maximum fanout count along the critical path</td><td>21</td></tr>
<tr><th colspan="2">Global route</th></tr>
<tr><td>Via count of the first global-routing pass</td><td>6069</td></tr>
<tr><td>Global router's overall resource usage</td><td>0.202</td></tr>
<tr><td>Number of antenna violations at the first check in global routing</td><td>0</td></tr>
<tr><td>Maximum number of pins on one net before global-route repair</td><td>62</td></tr>
<tr><td>Remaining Overflow, GRT</td><td>0</td></tr>
<tr><td>First-pass GRT wire length</td><td>31400 um</td></tr>
<tr><th colspan="2">Floorplanning</th></tr>
<tr><td>Placeable core region</td><td>19000 um^2</td></tr>
<tr><td>Std-Cell Rows</td><td>50</td></tr>
<tr><td>Starting density of the core</td><td>0.414</td></tr>
<tr><td>I/O pin cnt</td><td>76</td></tr>
<tr><td>Die area</td><td>20200 um^2</td></tr>
<tr><td>Vertical extent of the die</td><td>142 um</td></tr>
<tr><td>DIE WIDTH</td><td>142 um</td></tr>
<tr><th colspan="2">Hold path</th></tr>
<tr><td>Path class of the lowest-slack min-delay path</td><td>register to register</td></tr>
<tr><th colspan="2">Layout</th></tr>
<tr><td>Fraction of layout instances using a drive strength above 1</td><td>0.0499</td></tr>
<tr><td>Non-filler cells, final</td><td>1283</td></tr>
<tr><td>Area grow syn2layout</td><td>19.8%</td></tr>
</table>
-- final timing paths --
path	to	start	slack [ns]	depth (start not counted)
worst min register to register	wb_ack_o$_SDFF_PP0_	wb_ack_o$_SDFF_PP0_	0.43	1
worst max-delay path	wb_dat_o[8]	wb_adr_i[2]	1.40	4
worst min-delay path	wb_ack_o$_SDFF_PP0_	wb_ack_o$_SDFF_PP0_	0.43	1
worst max register to register	simpleuart.recv_divcnt[8]$_SDFF_PP0_	simpleuart.cfg_divider[27]$_SDFFE_PP0P_	2.24	9
-- state kept, by name, summed over array words and instances, names as in the netlist --
name,cells
simpleuart.cfg_divider,32
simpleuart.recv_divcnt,32
simpleuart.send_divcnt,32
simpleuart.send_pattern,9
simpleuart.recv_buf_data,8
simpleuart.recv_pattern,8
simpleuart.recv_state,4
simpleuart.send_bitcnt,4
reg_data_re,1
simpleuart.recv_buf_valid,1
simpleuart.send_dummy,1
wb_ack_o,1
-- cell type report --
cell class | count | area [um^2]
timing repair buffer | 80 | 783
multi-input combinational | 733 | 4870
tap | 260 | 325
sequential | 133 | 2660
inverter | 45 | 169
clock buffer | 17 | 425
clock inverter | 15 | 166
fill | 1768 | 9550
-- cell usage after synthesis, drive strengths merged, types with 2 or more instances --
master and n:
nor2 126, nand4 26, or4 3, a31oi 2, nor3b 2, nand3 35, a221o 3, nor3 12
a21o 10, nor2b 4, ha 102, clkbuf 23, a311oi 4, and3 14, xor2 33, a211oi 6
or3 6, nand2b 5, o21a 4, xnor2 25, nand2 114, nor4 3, inv 45, dfxtp 133
and2 33, buf 7, or2 2, o21ai 15, a22oi 9, a221oi 2, and4 8, a211o 2
mux2i 25, a2111oi 2, o211ai 5, a21oi 80
-- power by group --
part	total (mW)	internal (mW)	switching, mW
clock	1.11	0.604	0.506
combinational	0.551	0.230	0.320
sequential	1.03	0.988	0.0427
-- critical path: stages --
cell,delay (ns)
clkdlybuf4s50_1,0.97
buf_4,0.26
mux2_2,0.33
clkdlybuf4s50_1,0.39
-- metrics by stage --
| step | utilization | area, um^2 | worst slack (ns) |
|---|---|---|---|
| after floorplan | - | 7850 | 2.78 |
| after global placement | 0.465 | 8810 | 1.41 |
| after detailed placement | 0.465 | 8810 | 1.39 |
| after CTS | 0.496 | 9400 | 1.39 |
| after global routing | 0.496 | 9400 | 1.29 |
| final | 0.496 | 9400 | 1.40 |
-- placed cells by master (no fill, tap or decap), types with 3 or more instances in the layout --
cell type | synthesis | layout
nand3_1 | 35 | 35
mux2i_1 | 25 | 25
and2_1 | 31 | 31
clkdlybuf4s50_1 | 0 | 74
a21o_1 | 10 | 10
buf_4 | 1 | 5
o21a_1 | 4 | 4
a221o_1 | 3 | 3
a211oi_1 | 6 | 6
inv_6 | 0 | 5
and4_1 | 8 | 8
nand4_1 | 25 | 25
or4_1 | 3 | 3
inv_8 | 0 | 8
dfxtp_1 | 133 | 133
xor2_1 | 33 | 33
o211ai_1 | 5 | 5
a311oi_1 | 4 | 4
inv_1 | 45 | 45
nor3_1 | 11 | 11
ha_1 | 102 | 102
and3_1 | 14 | 14
a21oi_1 | 80 | 80
a22oi_1 | 9 | 9
clkbuf_16 | 0 | 17
nand2b_1 | 5 | 5
nor2b_1 | 4 | 4
nand2_1 | 114 | 114
o21ai_0 | 15 | 15
nor2_1 | 125 | 125
or3_1 | 5 | 5
xnor2_1 | 25 | 25
-- metal layers --
layer	global-route usage	share of wire
met5	0	0
met4	0.0294	0.017
met3	0.0329	0.040
met2	0.310	0.43
met1	0.309	0.51
-- cells by family (layout without fill, tap and decap cells) --
logic type | count (synthesis) | count (layout)
fa+ha+maj | 102 | 102
simple gates | 396 | 396
compound gates | 151 | 151
flops | 133 | 133
buf+inv | 75 | 157
mux | 26 | 26
xor+xnor | 58 | 58
Power and IR drop assume default switching activity.
