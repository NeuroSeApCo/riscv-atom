==> /design/flow/design.v <==
`default_nettype none
module GPIO
(
    input   wire            wb_clk_i,
    input   wire            wb_rst_i,
    output  reg     [31:0]  wb_dat_o,
    input   wire    [31:0]  wb_dat_i,
    input   wire            wb_we_i,
    input   wire    [3:0]   wb_sel_i,
    input   wire            wb_stb_i,
    output  reg             wb_ack_o,
    output  wire    [3:0]   gpio_o
);
always @(posedge wb_clk_i) begin
  if (wb_rst_i)
    wb_ack_o <= 1'b0;
  else
    wb_ack_o <= wb_stb_i & !wb_ack_o;
end
wire    [3:0]   we  = {4{wb_we_i & wb_stb_i}} & wb_sel_i;
reg     [3:0]   gpio_state = 4'b0000;
assign gpio_o = gpio_state;
always @(posedge wb_clk_i) begin
    if(wb_rst_i)
        gpio_state <= 4'b0000;
    else begin
        if (we[0]) gpio_state[0]   <= wb_dat_i[0];
        if (we[1]) gpio_state[1]   <= wb_dat_i[8];
        if (we[2]) gpio_state[2]   <= wb_dat_i[16];
        if (we[3]) gpio_state[3]   <= wb_dat_i[24];
    end
    wb_dat_o <= {7'b0000000, gpio_state[3], 7'b0000000, gpio_state[2], 7'b0000000, gpio_state[1], 7'b0000000, gpio_state[0]};
end
endmodule
==> /design/flow/run.sh <==
#!/bin/bash
# OpenROAD 26Q1-2900-gdf79404cd8, Yosys 0.63+post, stock flow scripts
make -C /OpenROAD-flow-scripts/flow DESIGN_CONFIG=/design/flow/config.mk WORK_HOME=/design/flow/orfs finish
==> /design/flow/config.mk <==
export PLATFORM = sky130hd
export DESIGN_NAME = GPIO
export DESIGN_NICKNAME = GPIO
export VERILOG_FILES = /design/flow/design.v
export SDC_FILE = /design/flow/constraint.sdc
export NUM_CORES = 4
export LEC_CHECK = 1
export CORE_AREA = 10 10 70 70
export DIE_AREA = 0 0 80 80
==> /design/flow/constraint.sdc <==
current_design GPIO

set clk_period 1.0
set clk_io_pct 0.2

create_clock -name clk0 -period $clk_period [get_ports {wb_clk_i}]

set non_clock_inputs [all_inputs -no_clocks]
set_input_delay [expr $clk_period * $clk_io_pct] -clock clk0 $non_clock_inputs
set_output_delay [expr $clk_period * $clk_io_pct] -clock clk0 [all_outputs]
==> impl_metrics.ini <==
; generated from flow reports
[detailed_routing]
wl_mm = 1.258
drt_iter0_drc = 11
drc = 0
wire_per_inst_microns = 9.828
drtPass1Iterations = 2
detail-route-antenna-nets = 0
vias = 367
vias_per_cell = 2.867
antenna_cells = 0

[die]
dieArea_sq_um = 6400
die_w_microns = 80
initCoreUtil_pct = 14.98
core_area_sq_um = 3416
io_pins = 77
row_count = 21
dieHeight_microns = 80

[power_and_ir_drop]
p_sw_share_pct = 20.77
p_leak_nw = 0.3434
power.total_uw = 756.6
power_frac_seq_pct = 50.1
p_switching_uw = 157.2
cellPowerDensity_nw_per_um2 = 1052
p_int_uw = 599.5
vdd_drop_max_mv = 0.2796
pwr-share-clk_pct = 36.1
power_frac_comb_pct = 13.7

[min_path]
hp-class = flip-flop to flip-flop
hp-start = gpio_state[2]

[finish]
flop_area_sq_um = 187.7
drive_gt1_share_pct = 17.07
logic_area_sq_um = 222.7
mostFrequentLayoutCell = conb_1
final_cell_area_sq_um = 719.4
final_cells = 128
mostFrequentLayoutCells = conb_1, clkdlybuf4s50_1, nand2b_1, clkdlybuf4s15_1, dfxtp_2
area_growth_pct = 40.59
fillers = 388

[cts]
clock.latency.late_pin_ns = 0.26
cts_max_path_buffers = 2
clock_sinks = 9
numCtsBuffers = 3
cts_tree = yes
cts.clk_slew.worst_paths_ns = 0.06
cts_root_buffer = clkbuf_4
cts_htree_levels = 1

[global_routing]
gr-total-overflow = 0
grt_pass1_wl_mm = 1.849
grt_max_degree = 10
antenna_found_initial = 0
track_usage_pct = 3.393
grt_pass1_vias = 438

[synthesis]
top_area_share_pct = 41.08
ys_seq_share_pct = 35.21
ys_ff = 9
ys_types = 7
syn-instance-count = 55
yosysCellCount = 55
yosysWarnings = 1
topCellsByArea = buf_4, dfxtp_1, nand2b_1
syn_area_per_cell_sq_um = 9.304
synth_area_sq_um = 511.7
yosys-stat-area_sq_um = 511.7
synth.largest_area_cell = buf_4

[timing]
hold_slack_ns = 0.3657
rsz0062_at_grt = no
finalClockSkew_ns = 0.0003055
finalSetupViolations = 0
maxSlewViolCount = 0
timing.final.crit_share_pct = 95.44
min_period_ns = 0.9544
max_freq_ghz = 1.048
hold_viol = 0

[worst_setup_path]
reg2reg_from = gpio_state[1]
critPathBufInv = 1
critPathMaxStageDelay_ns = 0.33
crit_type = flip-flop to primary output
cp_max_fo = 2
cp.required_ns = 0.80
critPathLaunchType = flip-flop
end_kind = primary output
critical_path_arrival_ns = 0.75
cp-startpoint = wb_ack_o
path_cells = clkdlybuf4s15_1
crit_family = flip-flops
cp_slowest_cell = dfxtp_2

[flow_run]
stage_log_warnings = 53
cap_violations = 0

[placement]
io_buffers = 20
dp_cells = 123
dp_hpwl_mm = 1.078
placed_area_sq_um = 683.2
gp_congestion = 0.7942

[run_status]
status = finished, final reports clean
==> registers in the layout, summed over array words and instances (netlist names) <==
name,flops
gpio_state,4
wb_ack_o,1
wb_dat_o,4
==> final cells by class <==
class / count / area share, %
clock buffers: 4 / 3.652
multi-input cells: 45 / 30.96
flip-flops and latches: 9 / 26.09
well taps: 46 / 8.000
repair buffers: 24 / 31.30
==> power by group through the flow <==
stage / Sequential (mW) / Combinational (mW) / Clock (mW)
CTS: 0.379 / 0.109 / 0.279
global route: 0.381 / 0.120 / 0.298
finish: 0.379 / 0.104 / 0.274
==> through the flow <==
stage,util (%),TNS [ns],worst slack [ns]
after global placement,20.00,-0.5839,-0.1368
after floorplan,-,0,0.4818
after global routing,21.06,0,0.01616
after detailed placement,20.00,-0.7653,-0.1745
final,21.06,0,0.04558
after CTS,21.03,0,0.006146
==> path summary, 6_finish.rpt <==
kind	depth (start not counted)	end	slack, ns
worst max-delay path	1	wb_ack_o	0.05
worst min-delay path	0	wb_dat_o[16]	0.37
worst max register to register	4	gpio_state[1]	0.22
worst min register to register	0	wb_dat_o[16]	0.37
==> synthesized netlist by cell type (all sizes together) <==
library cell   n
buf           28
dfxtp          9
nand2b         8
mux2i          4
nand3          4
conb           1
nor3b          1
==> metal layers <==
| metal | GRT usage (%) | up-vias | part of all wire, % |
|---|---|---|---|
| met3 | 1.364 | 4 | 12 |
| met1 | 4.298 | 157 | 47 |
| li1 | - | 172 | - |
| met2 | 5.217 | 34 | 39 |
| met4 | 0.8803 | 0 | 1.5 |
| met5 | 0 | - | 0 |
==> what timing repair did <==
item                                    CTS  global route
gates resized                            19             6
endpoints found under the setup margin    9             5
buffers inserted                          1             0
hold buffers                              0             0
==> logic make-up (layout without fill, tap and decap cells) <==
logic type | count (synthesis) | in the layout | share of synthesized area [%]
other cells | 1 | 28 | 0.7328
mux | 4 | 4 | 7.824
simple gates | 13 | 13 | 15.16
flops | 9 | 9 | 35.21
buf+inv | 28 | 28 | 41.08
Power is estimated from default activity; no workload was simulated.
